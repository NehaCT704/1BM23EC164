==> flow/design.v <==
package alu_pkg;
  typedef enum logic [1:0] {
    ADD,
    SUB,
    MUL,
    XOR
  } opcode_t;
endpackage
module fifo (
    input  logic        clk,
    input  logic        wr,
    input  logic        rd,
    input  logic [7:0]  din,
    output logic        full,
    output logic        empty
);
    logic [7:0] mem [15:0];    
    logic [4:0] cnt = 0;       
    assign full  = (cnt == 5'd16);
    assign empty = (cnt == 5'd0);
    always_ff @(posedge clk) begin
        if (wr && !full)
            cnt <= cnt + 1'b1;
        if (rd && !empty)
            cnt <= cnt - 1'b1;
    end
endmodule
==> flow/run.sh <==
#!/bin/bash
# OpenROAD 26Q1-2900-gdf79404cd8, Yosys 0.63+post, stock flow scripts
make -C /OpenROAD-flow-scripts/flow DESIGN_CONFIG=/design/flow/config.mk WORK_HOME=/design/flow/orfs finish
==> flow/config.mk <==
export PLATFORM = sky130hd
export DESIGN_NAME = fifo
export DESIGN_NICKNAME = fifo
export VERILOG_FILES = /design/flow/design.v
export SDC_FILE = /design/flow/constraint.sdc
export NUM_CORES = 4
export LEC_CHECK = 1
export CORE_AREA = 10 10 70 70
export DIE_AREA = 0 0 80 80
==> flow/constraint.sdc <==
current_design fifo

set clk_period 2.7
set clk_io_pct 0.2

create_clock -name clk0 -period $clk_period [get_ports {clk}]

set non_clock_inputs [all_inputs -no_clocks]
set_input_delay [expr $clk_period * $clk_io_pct] -clock clk0 $non_clock_inputs
set_output_delay [expr $clk_period * $clk_io_pct] -clock clk0 [all_outputs]
==> flow_summary.yaml <==
# synthesis and place-and-route metrics
cells_and_area:
  final_core_util: 0.1355
  nFillCells: 386
  flop_area_sq_um: 150.1
  instances_no_fill: 86
  largest_register: "cnt"
  most-common-layout-cells: "inv_1 (6), edfxtp_1 (5), clkdlybuf4s50_1 (4)"
  lay_top_count: "inv_1"
  reg_top3: "cnt: 5 flops"
  syn_to_final_growth_pct: 36.53
  logic_area_sq_um: 166.4
  drive_above_1_share: 0.1000
  largest_reg_flops: 5
worst_setup_path:
  cp_top_family: "simple AND/OR/NAND/NOR gates"
  cpMaxStageDelayCell: "or4_4"
  path_class: "reg2out"
  critical_path.startpoint: "cnt[0]$_DFFE_PP_"
  r2r_setup_slack_ns: 0.35
  crit_end: "empty"
  worstPathArrival_ns: 1.83
  worstPathCellList: "or4_4 > nor2_1 > clkdlybuf4s50_1"
  slowest_delay_ns: 0.58
  cp_max_fo: 4
  cp_num_buf_inv: 1
  reg2reg_from: "cnt[0]$_DFFE_PP_"
  crit_required_ns: 2.16
  reg2reg_to: "cnt[4]$_DFFE_PP_"
  endpoint_kind: "output pin"
  reg2reg_depth: 7
  cp_num_cells: 3
  start_kind: "flip-flop"
flow_run:
  warnings: 33
  maxCapViolations: 0
placement:
  hpwl_microns: 463.2
  dpl.cell_count: 82
  place.port_buffers: 4
  gp_congestion: 0.7447
  place_ws_ns: 0.3514
logic_synthesis:
  ys_cells: 32
  largest_area_cell: "edfxtp_1"
  syn_area_sq_um: 339.1
  synthCells: 32
  synth_warnings: 1
  top_area_frac: 0.4428
  synth_cell_types: 14
  ys_ff: 5
  top_cells_by_area: "edfxtp_1 (44%), ha_1 (11%), xnor2_1 (7.7%)"
  synth-seq-area-share: 0.4428
  avgSynthCellArea_sq_um: 10.60
  yosys_area_sq_um: 339.1
floorplan:
  initCoreUtil: 0.09927
  die_w_microns: 80
  io_pins: 13
  coreArea_sq_um: 3416
  chipArea_sq_um: 6400
  num_rows: 21
  die_h_microns: 80
cts:
  clockBufferDepth: 2
  ctsResizeCount: 0
  clkSinkCount: 5
  clk_latency_ns: 0.24
  postCtsHoldBufs: 0
  tritoncts: "built"
  cts_setup_buffers: 0
  cts_made_buffers: 3
  root_buffer: "clkbuf_4"
  clk_pin_slew_ns: 0.05
  cts_max_level: 1
routing:
  drc: 0
  via_count: 238
  drt-total-wl_microns: 597
  n_antenna_cell: 0
  dr.pass1.iters: 2
  drtIter0Drc: 8
  ant_nets: 0
  wire_per_inst_microns: 6.942
  via_per_inst: 2.767
timing:
  min_period_over_period: 0.8762
  hold_slack_ns: 0.6657
  max_freq_mhz: 422.7
  slew_headroom: 0.6985
  setup_tns_ns: 0
  period_minus_slack_ns: 2.366
  hold_viol: 0
  drv_slew: 0
  fin_ws_ns: 0.3342
  fin_skew_ns: 0.006516
  worstMarginPinSlew_ns: 0.4505
  rsz0062_at_grt: "no"
  setup_viol: 0
global_routing:
  grt-ovfl-total: 0
  grt_max_degree: 6
  grt_pass1_wl_mm: 1.028
  track_usage: 0.01983
  grt_pass1_vias: 236
  antenna_found_initial: 0
min_path:
  min_path_type: "reg2reg"
power:
  ir_drop_uv: 163.2
  p_per_area_nw_per_um2: 988.5
  p_leak_nw: 0.1930
status:
  status: "finished clean"
final cells by class:
cell class | instances | area share
well taps | 46 | 0.1243
inverters | 6 | 0.04865
clock buffers | 4 | 0.05676
multi-input cells | 21 | 0.3595
flip-flops and latches | 5 | 0.3243
repair buffers | 4 | 0.08649
how the worst min path moves through the flow:
stage | startpoint | to | slack (ns) | cells after the start
4_1_cts | cnt[0]$_DFFE_PP_ | cnt[0]$_DFFE_PP_ | 0.67 | 1
5_1_grt | cnt[0]$_DFFE_PP_ | cnt[0]$_DFFE_PP_ | 0.71 | 1
6_report | cnt[0]$_DFFE_PP_ | cnt[0]$_DFFE_PP_ | 0.67 | 1
logic make-up (layout without fill, tap and decap cells):
logic type,after synthesis,count (layout),synth area share
simple gates,7,7,0.1107
xor+xnor,3,3,0.07750
flops,5,5,0.4428
mux,1,1,0.02952
compound gates,6,6,0.1033
buf+inv,6,14,0.06642
fa+ha+maj,4,4,0.1698
synth_stat cells:
cell,number
nor4_1,1
xnor2_1,3
nor2_1,2
or4_4,1
ha_1,3
a21oi_1,3
nor3_1,1
nand2_1,2
o21ai_1,1
a21o_1,2
mux2i_1,1
inv_1,6
edfxtp_1,5
fa_1,1
routing by layer:
metal,vias up,wire [microns],track usage
met3,2,86,0.01591
met2,10,203,0.02408
met5,-,0,0
met4,0,27,0.008803
met1,100,279,0.02446
li1,126,-,-
report_power, final:
group,switching (W),leakage (nW),internal (W)
combinational,0.0000851,0.127,0.000101
sequential,0.0000362,0.0508,0.000148
clock,0.0000311,0.0150,0.0000559
through the flow:
step	total power, W	cell area [sq um]
finish	0.0004576	462.9
global route	0.0005060	462.9
CTS	0.0004656	462.9
detailed placement	0.0003731	436.7
global placement	0.0003672	436.7
floorplan	0.0003296	339.1
Power figures rest on the tool's default switching activity, not on a simulated workload.
