<file path="flow/run.sh">
#!/bin/bash
# OpenROAD 26Q1-2900-gdf79404cd8, Yosys 0.63+post, stock flow scripts
make -C /OpenROAD-flow-scripts/flow DESIGN_CONFIG=/design/flow/config.mk WORK_HOME=/design/flow/orfs finish
</file>
<file path="flow/config.mk">
export PLATFORM = sky130hd
export DESIGN_NAME = dual_port_ram
export DESIGN_NICKNAME = dual_port_ram
export VERILOG_FILES = /design/flow/design.v
export SDC_FILE = /design/flow/constraint.sdc
export NUM_CORES = 4
export LEC_CHECK = 1
export CORE_UTILIZATION = 50
</file>
<file path="flow/constraint.sdc">
current_design dual_port_ram

set clk_period 11.1
set clk_io_pct 0.2

create_clock -name clk0 -period $clk_period [get_ports {clk}]

set non_clock_inputs [all_inputs -no_clocks]
set_input_delay [expr $clk_period * $clk_io_pct] -clock clk0 $non_clock_inputs
set_output_delay [expr $clk_period * $clk_io_pct] -clock clk0 [all_outputs]
</file>
<file path="flow/design.v">
package alu_pkg;
  typedef enum logic [1:0] {
    ADD,
    SUB,
    MUL,
    XOR
  } opcode_t;
endpackage
module dual_port_ram #(
  parameter ADDR_WIDTH = 8,
  parameter DATA_WIDTH = 8
)(
  input  logic                     clk,
  input  logic                     we_a,
  input  logic [ADDR_WIDTH-1:0]    addr_a,
  input  logic [DATA_WIDTH-1:0]    wdata_a,
  input  logic [ADDR_WIDTH-1:0]    addr_b,
  output logic [DATA_WIDTH-1:0]    rdata_b
);
  logic [DATA_WIDTH-1:0] mem [0:(1<<ADDR_WIDTH)-1];
  always_ff @(posedge clk) begin
    if (we_a)
      mem[addr_a] <= wdata_a;
  end
  always_ff @(posedge clk) begin
    rdata_b <= mem[addr_b];
  end
endmodule
</file>
==> flow_metrics.env <==
# physical design summary
export IMPL_status="finished, final reports clean"
export IMPL_worstPathArrival_ns=6.47
export IMPL_wl_per_cell_um=31.8
export IMPL_critPathSlowestCell="nor3_1"
export IMPL_whs_path_depth=5
export IMPL_r2r_end="rdata_b[3]"
export IMPL_ys_types=55
export IMPL_mostFrequentLayoutCells="edfxtp_1, mux4_2, nor2_1, clkbuf_16, buf_4"
export IMPL_nFillCells=11554
export IMPL_dp_hpwl_mm=119
export IMPL_slew_headroom_pct=28.0
export IMPL_ir_drop_v=0.000155
export IMPL_area_growth_pct=11.8
export IMPL_netlist_logic_family_top="multiplexers"
export IMPL_critPathLaunchType="primary input"
export IMPL_final_hold_viol_count=0
export IMPL_path_max_fanout=72
export IMPL_chip_area_um2=161000
export IMPL_netlist_area_um2=79600
export IMPL_firstDrtPassIters=5
export IMPL_drc=0
export IMPL_gp_congestion=0.926
export IMPL_tightest_slew_ns=1.07
export IMPL_min_delay_start="mem[50][2]"
export IMPL_htreeDepth=4
export IMPL_ys_sh_xor_pct=0
export IMPL_drive_above_1_share_pct=23.3
export IMPL_ys_warn_count=1
export IMPL_syn_area_per_cell_um2=21.3
export IMPL_ys_sh_simple_pct=2.63
export IMPL_p_per_area_nw_per_um2=178
export IMPL_antenna_left=0
export IMPL_warnings=29
export IMPL_layout_top_cell="edfxtp_1"
export IMPL_antenna_found_initial=9
export IMPL_port_buffers=33
export IMPL_yosysCellCount=3733
export IMPL_core_region_area_um2=158000
export IMPL_fmax_mhz=172
export IMPL_timing_worst_setup_path_type="in -> reg"
export IMPL_clockBufferDepth=3
export IMPL_ys_sh_mux_pct=14.6
export IMPL_die_y_um=401
export IMPL_cts_made_buffers=205
export IMPL_setup_viol=0
export IMPL_clkTransAtPathRegs_ns=0.07
export IMPL_yosys_area_um2=79600
export IMPL_netlist_top_cells_area="edfxtp_1, mux4_2, mux2i_1"
export IMPL_period_used_pct=52.5
export IMPL_ys_seq_share_pct=77.5
export IMPL_ff_type="edfxtp_1"
export IMPL_async_reset_ff_share_pct=0
export IMPL_hp_class="reg -> reg"
export IMPL_crit_path_end_kind="register"
export IMPL_edf_count=2048
export IMPL_overflow=0
export IMPL_grt_pass1_wl_mm=288
export IMPL_tritoncts="built"
export IMPL_num_vias=38377
export IMPL_netlist_area_leader_share_pct=77.3
export IMPL_grt_usage_pct=28.3
export IMPL_r2r_cells=6
export IMPL_cp_top_family="buffers and inverters"
export IMPL_stdcell_area_um2=88900
export IMPL_r2r_slack_ns=8.12
export IMPL_clock_sinks=2056
export IMPL_postCtsSetupBuffers=0
export IMPL_slowest_delay_ns=0.82
export IMPL_ios=34
export IMPL_ys_sh_aoi_pct=3.42
export IMPL_vias_per_cell=6.21
export IMPL_initialDrtViolationCount=2546
export IMPL_syn_inst=3733
export IMPL_skew_ns=0.0274
export IMPL_grt_pass1_vias=41889
export IMPL_crit_top_cell="mux4_2"
export IMPL_fp_dieW_um=401
export IMPL_synth_top_cell_by_area="edfxtp_1"
export IMPL_cap_violations=0
export IMPL_postCtsHoldBufs=0
export IMPL_rsz0062_at_grt="false"
export IMPL_clk_latency_ns=0.82
export IMPL_cts_root_buf="clkbuf_16"
export IMPL_r2r_start="mem[83][3]"
export IMPL_fin_tns_setup_ns=0
export IMPL_initCoreUtil_pct=50.3
export IMPL_grt_max_degree=134
export IMPL_slew_violations=0
export IMPL_worstHoldEndpoint="rdata_b[2]"
export IMPL_fp_row_count=146
export IMPL_fa_ha_area_share_pct=0
export IMPL_post_route_min_period_ns=5.82
export IMPL_cts_resized=0
export IMPL_power_leakage_nw=27.5
export IMPL_crit_chain="buf_8 > buf_4 > buf_12 > mux4_2 > mux4_2 > nor2_1 > a2111oi_2 > nor3_1 > nor4_1"
export IMPL_ys_ff=2056
export IMPL_worst_path_buf_inv=3
export IMPL_dpl_cell_area_um2=82700
export IMPL_drt_wl_total_mm=196
export IMPL_cp_required_ns=11.75
[kinds of logic (layout without fill, tap and decap cells)]
logic type             after synthesis  after routing
flip-flops                        2056           2056
buffers and inverters              235            608
AND/OR/NAND/NOR                    466            466
multiplexers                       591            591
AND-OR/OR-AND                      385            385
other                                0              3
[cells in the mapped netlist (8+ instances only)]
master    count
dfxtp_1       8
nand2b_1      8
a21oi_1      96
nor4_1       24
nor2b_1      31
a22oi_1     133
a221oi_1     13
buf_1        22
o21ai_0      10
mux4_2      454
buf_8        13
edfxtp_1   2048
nor3_1       22
o211ai_1     10
buf_6        21
clkbuf_1    111
buf_12        8
nand3_1      34
nor2_1      282
buf_4        27
o221ai_1     46
a211oi_1     16
a22o_1        8
buf_2        31
mux2i_1     134
nand2_1      33
o22ai_1      28
nand4_1      10
[metrics by stage]
stage          hold WS [ns]  power [W]  util (%)  worst slack, ns  instances
6_report              0.982     0.0158      56.2             5.28       6181
5_1_grt                1.03     0.0163      56.2             4.94       6179
4_1_cts               0.986     0.0159      56.2             5.17       6178
3_5_place_dp          0.982    0.00951      52.3             4.28       5801
3_3_place_gp          0.953    0.00950      52.3             4.26       5801
2_1_floorplan         0.770    0.00914         -             6.94       3733
[routing by layer]
layer	routed length [µm]	vias to the layer above	GRT usage, %	share of wire (%)
met5	480	-	1.40	0.24
met3	30700	301	18.9	16
met4	5390	20	6.06	2.7
met2	92700	2194	39.4	47
li1	-	16127	-	-
met1	67200	19735	41.6	34
[area by class of cell]
type | count | area (µm²) | share of cell area (%)
flip-flops and latches | 2056 | 61700 | 69.3
multi-input cells | 1442 | 16500 | 18.6
clock buffers | 259 | 5440 | 6.11
well taps | 2072 | 2590 | 2.92
repair buffers | 229 | 1910 | 2.15
clock inverters | 118 | 810 | 0.910
inverters | 2 | 7.51 | 0.00844
diodes | 3 | 7.51 | 0.00844
[report_power, final]
group | internal [W] | switching, W
combinational | 0.000262 | 0.000495
clock | 0.00362 | 0.00284
sequential | 0.00856 | 0.0000164
total | 0.0124 | 0.00335
[flip-flops by register name, indices dropped and copies added (netlist names)]
signal / flops
mem: 2048
rdata_b: 8
[worst register-to-register path: stages, from the launching register on]
cell      delay, ns
edfxtp_1       0.35
mux4_2         0.46
a22o_1         0.24
a221oi_1       0.59
o32ai_1        0.31
nor3_1         0.73
nor4_1         0.15
[worst max-delay path by stage]
stage              from         end  cells after the start
CTS           addr_b[0]  rdata_b[7]                      9
finish        addr_b[0]  rdata_b[7]                      9
global route  addr_b[0]  rdata_b[7]                      9
Power and IR drop assume default switching activity.
