[run.sh]
#!/bin/bash
# OpenROAD 26Q1-2900-gdf79404cd8, Yosys 0.63+post, stock flow scripts
make -C /OpenROAD-flow-scripts/flow DESIGN_CONFIG=/design/flow/config.mk WORK_HOME=/design/flow/orfs finish
[config.mk]
export PLATFORM = sky130hd
export DESIGN_NAME = time_counter
export DESIGN_NICKNAME = time_counter
export VERILOG_FILES = /design/flow/design.v
export SDC_FILE = /design/flow/constraint.sdc
export NUM_CORES = 4
export LEC_CHECK = 1
export CORE_AREA = 10 10 70 70
export DIE_AREA = 0 0 80 80
[constraint.sdc]
current_design time_counter

set clk_period 3.2
set clk_io_pct 0.2

create_clock -name clk0 -period $clk_period [get_ports {clk}]

set non_clock_inputs [all_inputs -no_clocks]
set_input_delay [expr $clk_period * $clk_io_pct] -clock clk0 $non_clock_inputs
set_output_delay [expr $clk_period * $clk_io_pct] -clock clk0 [all_outputs]
[design.v]
package alu_pkg;
  typedef enum logic [1:0] {
    ADD,
    SUB,
    MUL,
    XOR
  } opcode_t;
endpackage
module time_counter (
  input  logic clk,
  input  logic rst,
  output logic [5:0] sec,
  output logic [5:0] min
);
  always_ff @(posedge clk) begin
    if (rst) begin
      sec <= 0;
      min <= 0;
    end
    else begin
      if (sec == 59) begin
        sec <= 0;
        if (min == 59)
          min <= 0;
        else
          min <= min + 1;
      end
      else begin
        sec <= sec + 1;
      end
    end
  end
endmodule
==> out/qor.yml <==
drive_above_1_share: 0.0959
max-vdd-ir-drop_uv: 141
grt_pass1_wl_microns: 2080
first_iter_violations: 21
fmax_mhz: 498
min_period_over_period: 0.628
clkLatencyLatePin_ns: 0.27
hold_viol_final: 0
placed_area_sq_um: 716
intPower_uw: 232
drt-total-wl_microns: 1280
ys_chip_area_sq_um: 533
core-area_sq_mm: 0.00342
ys_top_cells_by_area: "dfxtp_1 45%, nor2_1 6.3%, ha_1 4.7%, xnor2_1 3.3%, xor2_1 3.3%"
route.detailed.drc: 0
h-tree-depth: 1
netlist_area_sq_um: 533
gp_congestion: 0.794
cts_tree: "done"
postRouteAntennaNets: 0
fp_util: 0.156
synth_top_area_share: 0.451
die_w_microns: 80
status: "completed"
antennaDiodeCount: 0
crit_type: "register to output pin"
regArea_sq_um: 240
postSynthSeqShare: 0.451
clockPowerShare: 0.404
dp_cells: 115
grt-ovfl-total: 0
setup_tns_ns: 0
row_count: 21
power_frac_seq: 0.538
ys_warn_count: 1
swShare: 0.204
grt_max_degree: 11
met2_length_microns: 586
switchingPower_uw: 59.5
min_period_ns: 2.01
worstSetupStartpointType: "register"
ys_types: 25
dp_hpwl_microns: 981
crit_family: "flip-flops"
top_area_cell: "dfxtp_1"
cp.buffers_inverters: 1
critPathCaptureType: "output pin"
first_pass_iters: 4
cts.sinks: 12
clk_pin_slew_ns: 0.07
final_area_sq_um: 752
cp.arrival_ns: 1.37
synth-seq-cells: 12
tool_warnings: 25
p_leak_nw: 0.284
mi_logic_area_sq_um: 284
p_per_area_mw_per_mm2: 388
num-fill-cells: 384
max_cap_viol_count: 0
hold_class: "register to register"
cts_root_buffer: "clkbuf_4"
vias: 470
cts_buffers: 3
worst_clock_skew_ns: 0.00114
track_usage: 0.0401
grt_pass1_vias: 445
final_cell_count_no_fill: 119
cts_hold_buf: 0
rsz0062_at_grt: "false"
viasPerCell: 3.95
numPortBuffers: 13
antenna_found_initial: 0
worstPathRequired_ns: 2.56
final_max_slew_viol_count: 0
drt-wirelength-per-cell_microns: 10.8
cts.repair.resized: 0
p_comb_frac: 0.058
clockBufferDepth: 2
cts_setup_buffers: 0
ys_cells: 57
avgSynthCellArea_sq_um: 9.35
io_pins: 14
m1WireLength_microns: 554
top_layer: "met4"
syn_to_final_growth_pct: 41.1
crit_fanout: 10
max_stage_delay_ns: 0.55
fin_ws_ns: 1.19
max_slew_margin: 0.744
pre_cts_slack_ns: 1.22
wl_met3_microns: 125
finalSetupViolCount: 0
dieHeight_microns: 80
slowest_stage: "dfxtp_1"
die_area_sq_mm: 0.00640
postSynthCellCount: 57
max_slew.worst_pin.slew_ns: 0.383
path_cells: "clkdlybuf4s50_1"
per-stage QoR:
stage	hold slack (ns)	power, mW	utilization
2_1_floorplan	0.418	0.167	-
3_3_place_gp	0.472	0.178	0.210
3_5_place_dp	0.465	0.178	0.210
4_1_cts	0.482	0.298	0.220
5_1_grt	0.511	0.309	0.220
6_report	0.469	0.292	0.220
layer usage:
layer  vias up  GRT usage
met5         -          0
met1       221     0.0442
met3         2     0.0239
met2         9     0.0642
li1        238          -
met4         0     0.0106
cells by family (layout without fill, tap and decap cells):
logic type,count (synthesis),in the layout,share of synthesized area
AOI/OAI and AO/OA,13,13,0.171
adders and majority gates,2,2,0.0469
and+or+nand+nor,24,24,0.249
buffers and inverters,2,18,0.0164
DFF,12,12,0.451
xor gates and xnor gates,4,4,0.0657
cell type report:
type	count	share of cell area
clock buffers	4	0.0483
inverters	1	0.00499
multi-input cells	43	0.378
flip-flops and latches	12	0.319
well taps	46	0.0765
repair buffers	13	0.173
layout by cell type (no fill, tap or decap):
cell type	instances
a21o_1	2
xnor2_1	2
o31ai_1	2
and3_1	2
ha_1	2
and2_1	1
clkbuf_8	1
nor4_1	2
xor2_1	2
o21ai_0	3
dfxtp_1	12
o21bai_1	1
a21oi_1	2
clkbuf_4	3
nor2_1	9
a211o_1	1
nand3b_1	1
nand4_2	1
nand2_1	3
inv_1	1
o21bai_2	1
or4_1	1
a22o_1	1
and4bb_2	1
nand3_1	2
clkdlybuf4s50_1	13
nand4_1	1
worst paths after layout:
path         endpoint  slack, ns   start  cells past startpoint
max            sec[2]       1.19  sec[2]                      1
min            sec[0]       0.47  sec[0]                      1
min reg2reg    sec[0]       0.47  sec[0]                      1
max reg2reg    min[3]       1.55  sec[0]                      5
synthesized netlist by cell type:
cell and instances:
a211o_1 1, a21o_1 2, a21oi_1 2, a22o_1 1
and2_1 1, and3_1 2, and4bb_2 1, buf_2 1
dfxtp_1 12, ha_1 2, inv_1 1, nand2_1 3
nand3_1 2, nand3b_1 1, nand4_1 1, nand4_2 1
nor2_1 9, nor4_1 2, o21ai_0 3, o21bai_1 1
o21bai_2 1, o31ai_1 2, or4_1 1, xnor2_1 2
xor2_1 2
power groups by stage:
stage	Sequential (mW)	Clock [mW]	Combinational [mW]
after CTS	0.157	0.123	0.0174
after global routing	0.158	0.132	0.0190
final	0.157	0.118	0.0169
state kept, by name (all words and copies together) (netlist names):
register / cells
sec: 6
min: 6
Power is estimated from default activity; no workload was simulated.
